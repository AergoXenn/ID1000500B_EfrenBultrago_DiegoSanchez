$ cat design/flow/constraint.sdc
current_design convolutor_mux_nxn_to_1xn

set clk_period 1.9
set clk_io_pct 0.2

create_clock -name clk0 -period $clk_period

set non_clock_inputs [all_inputs -no_clocks]
set_input_delay [expr $clk_period * $clk_io_pct] -clock clk0 $non_clock_inputs
set_output_delay [expr $clk_period * $clk_io_pct] -clock clk0 [all_outputs]
$ cat design/flow/run.sh
#!/bin/bash
# OpenROAD 26Q1-2900-gdf79404cd8, Yosys 0.63+post, stock flow scripts
make -C /OpenROAD-flow-scripts/flow DESIGN_CONFIG=/design/flow/config.mk WORK_HOME=/design/flow/orfs finish
$ cat design/flow/design.v
module convolutor_mux_nxn_to_1xn # (
  parameter DATA_WIDTH = 8, 
  parameter SEL_WIDTH = 3
  ) (
  input logic [2**SEL_WIDTH-1:0][DATA_WIDTH-1:0] mux_port_i, 
  input logic [SEL_WIDTH-1:0] mux_select_i, 
  output logic [DATA_WIDTH-1:0] mux_out_o
  );
  assign mux_out_o = mux_port_i[mux_select_i];
endmodule : convolutor_mux_nxn_to_1xn
$ cat design/flow/config.mk
export PLATFORM = sky130hd
export DESIGN_NAME = convolutor_mux_nxn_to_1xn
export DESIGN_NICKNAME = convolutor_mux_nxn_to_1xn
export VERILOG_FILES = /design/flow/design.v
export SDC_FILE = /design/flow/constraint.sdc
export NUM_CORES = 4
export LEC_CHECK = 1
export CORE_AREA = 10 10 70 70
export DIE_AREA = 0 0 80 80
==> run notes <==
The run has ended; figures from its reports follow.

The area added between synthesis and finish came out at 134%. The first-pass GRT wire length came out at about 4400 microns. The area of the core region is roughly 3400 sq um. The peak ir drop on the vdd network is 70.0 uV. The cell type of the slowest stage on the worst timing path is sky130_fd_sc_hd__mux4_2. According to the floorplan log, the row count is 21.

The kind of end point of the critical path is an output pin. The synthesized netlist cell count came out at 29. For this run, the slowest stage of the critical path takes ~500 ps.

The number of setup buffers added after CTS came out at 0. The area figure in the yosys stat output is between 500 and 600 sq um. The final RePlAce weighted congestion is 0.787. The required time of the critical path came out at 1520 ps. Setup repair after global routing could not meet its margin everywhere. Ranking logic cells in the layout by count gives the top entries sky130_fd_sc_hd__dlygate4sd2_1 (65), sky130_fd_sc_hd__mux4_2 (16), sky130_fd_sc_hd__mux2_4 (8), sky130_fd_sc_hd__buf_6 (7), sky130_fd_sc_hd__buf_2 (3).

The number of global-route vias before repair came out at a little under 800. The critical path is of the input pin to output pin type. The horizontal die dimension came out at 80 microns. The global-route total usage across every layer came out at 0.0857. The data arrival time at the worst-slack endpoint is 1500 ps. The filler cell count came out at around 370. The routed wire length came out at 2810 microns. The power per unit of standard cell area is a little over 200 nW/um^2.

The number of clock buffers in the layout came out at 0. The most common logic cell in the final layout is sky130_fd_sc_hd__dlygate4sd2_1. The floorplan core density came out at 0.161. The number of iterations in the first detailed-routing pass came out at 4. The average wire per standard cell came out at between 15 and 20 microns. The post-synthesis average cell area is 19.0 sq um. Hold is met by between 1000 and 1500 ps.

The final clock period utilization by the worst path is 0.987. The type of the tightest min-delay check is input pin to output pin. From bottom edge to top edge, the die measures 80 microns. The setup-violating endpoint count in the final report came out at 0. The combined flip-flop and latch cell area came out at 0 sq um. The number of maximum-capacitance violations recorded for the run is 0. Per the timing report, the achievable frequency comes out to 0.533 GHz. The final hold violation count came out at 0.

The count of sequential standard cells is 0. The leakage power came out at slightly above 0.6 nW. Per the final layout report, the fraction of cells sized above drive strength 1 comes to 0.371. The worst pin sits at a relative slew slack of 0.915. The number of DRC markers after the initial detailed-route iteration is 27. The sum of negative setup slack came out at 0 ps. The detailed-placement wirelength estimate came out at 2350 microns.

The antenna diode count is 0. The number of warning messages in the logs is 33. The smallest clock period supported by the final layout is computed as around 1900 ps. The final antenna-violating net count came out at 0. The quantity of I/O buffers inserted on ports came out at 75. Of all nets on the critical path, the largest fanout is 8. The hold-critical path depth is 4.

The cts-stage hold buffer count is 0. Per the hold report, the tightest min-delay path originates at mux_port_i[49]. The floorplan report gives the top-level pin count as 75. The fraction of the yosys area taken by sequential cells is 0. Per the detail_route report, vias per standard cell equal 4.17. The final route contains 630 vias.

The slew at the pin with the worst max-slew slack is 127 ps. Entering global routing, the biggest net connects 9 pins. Traced cell by cell, the critical path runs through buf_8, buf_12, mux4_2, mux2_4, buf_6. The DRC violations left came out at 0. The area of the mapped netlist came out at 551 sq um.

The count of yosys warnings during synthesis is 0. The buffer and inverter count on the worst path is 3. The number of antenna violations at the first check in global routing came to 0. The final total power is 0.000268 W. The area enclosed by the die boundary came out at 6400 sq um. The combinational cell area excluding buffers and inverters came out at 480 sq um. The netlist uses 8 different library cells. The run finished with clean final reports. STA shows the worst min-delay path finishing at mux_out_o[1].

The synthesized netlist was found by Yosys to have 29 cells. Summed over all layers, the global routing overflow is 0. The type of origin of the critical path is an input pin. The number of pins with negative max-slew slack in the final report is 0. The timing report attributes the biggest portion of critical-path delay to multiplexers.
## where the power goes
part / switching [W] / internal, W / total (W)
clock: 0 / 0 / 0
sequential: 0 / 0 / 0
combinational: 0.0000671 / 0.000201 / 0.000268
## how the worst max path moves through the flow
stage | start | endpoint | slack (ps) | cells after the start
global route | mux_select_i[0] | mux_out_o[4] | -20 | 5
finish | mux_select_i[0] | mux_out_o[3] | 20 | 5
CTS | mux_select_i[0] | mux_out_o[3] | 7 | 5
## stage by stage
step                cells  cell area [sq um]   util  setup slack, ps
global placement      150               1370  0.400             -801
CTS                   151               1290  0.377             6.90
detailed placement    150               1370  0.400             -817
floorplan              29                551      -              130
finish                151               1290  0.377             24.6
global route          151               1290  0.377            -16.6
## Yosys cell counts
cell type	number	area, sq um
sky130_fd_sc_hd__buf_12	1	20.0
sky130_fd_sc_hd__buf_2	1	5.00
sky130_fd_sc_hd__mux2_2	8	90.1
sky130_fd_sc_hd__mux4_2	1	22.5
sky130_fd_sc_hd__buf_1	1	3.75
sky130_fd_sc_hd__buf_6	1	11.3
sky130_fd_sc_hd__clkbuf_1	1	3.75
sky130_fd_sc_hd__mux4_1	15	394
## area by class of cell
cell class | count | area share
Tap cell | 46 | 0.0447
Timing Repair Buffer | 81 | 0.583
Multi-Input combinational cell | 24 | 0.373
## tightest hold or removal path, delay by kind of cell
kind / cells / cell delay, ps
buffers and inverters: 2 / 260
muxes: 2 / 350
## kinds of logic after synthesis
family   synth area share
mux                 0.920
buf+inv            0.0795
## metal layers
metal  track usage  vias up  routed length, microns
li1              -      291                       -
met1         0.124      295                    1260
met2         0.135       44                    1310
met3        0.0216        0                     235
met4             0        0                       0
met5             0        -                       0
## timing repair
item / in CTS / in global routing
setup endpoints to repair: 8 / 4
resized: 129 / 0
cloned: 1 / 0
Power figures rest on the tool's default switching activity, not on a simulated workload.
