$ cat design/flow/config.mk
export PLATFORM = sky130hd
export DESIGN_NAME = convolutor_downcounter_cmp_reg
export DESIGN_NICKNAME = convolutor_downcounter_cmp_reg
export VERILOG_FILES = /design/flow/design.v
export SDC_FILE = /design/flow/constraint.sdc
export NUM_CORES = 4
export LEC_CHECK = 1
export CORE_AREA = 10 10 79 79
export DIE_AREA = 0 0 89 89
$ cat design/flow/constraint.sdc
current_design convolutor_downcounter_cmp_reg

set clk_period 3.6
set clk_io_pct 0.2

create_clock -name clk0 -period $clk_period [get_ports {clk}]

set non_clock_inputs [all_inputs -no_clocks]
set_input_delay [expr $clk_period * $clk_io_pct] -clock clk0 $non_clock_inputs
set_output_delay [expr $clk_period * $clk_io_pct] -clock clk0 [all_outputs]
$ cat design/flow/design.v
module convolutor_downcounter_cmp_reg # (
  parameter DATA_WIDTH = 8
  ) (
  input logic clk,     
  input logic rst_n,   
  input logic clr_h,  
  input logic trig_i,  
  input logic load_enable_i, 
  input logic mod_enable_i, 
  input logic [DATA_WIDTH-1:0] preload_i,  
  input logic [DATA_WIDTH-1:0] modulus_i,  
  output logic [DATA_WIDTH-1:0] cnt_o,  
  output logic underflow_o  
);
  logic [DATA_WIDTH-1:0] cnt;
  logic [DATA_WIDTH-1:0] modulus; 
  always_ff @(posedge clk or negedge rst_n) begin : proc_modulus
    if(~rst_n) begin
      modulus <= 0;
    end 
    else if (mod_enable_i) begin
      modulus <= modulus_i;
    end
  end
  assign cnt_o = cnt; 
  always_ff @(posedge clk or negedge rst_n) begin : proc_cnt
    if(~rst_n) begin  
      cnt <= 0;
      underflow_o <= 0;
    end 
    else if (clr_h) begin
      cnt <= 0;
      underflow_o <= 0;
    end
    else if (load_enable_i) begin
      cnt <= preload_i; 
      underflow_o <= 1'b0;
    end
    else if (trig_i & cnt > 0) begin  
      cnt <= cnt - 1'b1;
    end
    else if (trig_i & cnt == 0) begin
      cnt <= 'b0;
      underflow_o <= 1'b1;
    end
  end
endmodule : convolutor_downcounter_cmp_reg
$ cat design/flow/run.sh
#!/bin/bash
# OpenROAD 26Q1-2900-gdf79404cd8, Yosys 0.63+post, stock flow scripts
make -C /OpenROAD-flow-scripts/flow DESIGN_CONFIG=/design/flow/config.mk WORK_HOME=/design/flow/orfs finish
==> flow_metrics.env <==
# yosys + openroad results
export IMPL_top_cells_by_area="dfrtp_1, a31oi_1, ha_1, nor4b_4, nor2_1"
export IMPL_cts_buffers=3
export IMPL_crit_family="buffers and inverters"
export IMPL_setup_viol=0
export IMPL_path_clk_slew_ps=50
export IMPL_drt_iter0_drc=29
export IMPL_hold_class="flip-flop to flip-flop"
export IMPL_ys_flops=9
export IMPL_period_minus_slack_ps=2020
export IMPL_chip_area_um2=7920
export IMPL_outcome="complete, no violations"
export IMPL_ctsHoldBuffers=0
export IMPL_cts_setup_buffers=0
export IMPL_utilization_pct=19.3
export IMPL_diodes=0
export IMPL_yosys_warnings=1
export IMPL_place_congestion=0.821
export IMPL_ir_worst_vdd_uv=174
export IMPL_wirelength_um=1750
export IMPL_synth_edff_count=0
export IMPL_required_ps=2880
export IMPL_overflow=0
export IMPL_worst_slew_pin_slew_ps=438
export IMPL_critical_path_class="flip-flop to output pin"
export IMPL_grtUsageTotal_pct=4.83
export IMPL_layout_drive_gt1_share_pct=10.6
export IMPL_critical_path_max_stage_delay_ps=540
export IMPL_antenna_left=0
export IMPL_critical_path_slowest_cell="clkdlybuf4s50_1"
export IMPL_finalHoldViolCount=0
export IMPL_grt_use_met1_pct=6.19
export IMPL_grt_pass1_vias=558
export IMPL_die_x_um=89
export IMPL_row_count=25
export IMPL_finalMaxSlewViolations=0
export IMPL_clock_latency_ps=230
export IMPL_dp_cells=135
export IMPL_portBuffers=21
export IMPL_antenna_found_initial=0
export IMPL_cts_root_buf="clkbuf_8"
export IMPL_synth_top_cell_by_area="dfrtp_1"
export IMPL_stdcell_count=139
export IMPL_num_io_pins=31
export IMPL_finalClockSkew_ps=0.992
export IMPL_start_kind="flip-flop"
export IMPL_ff_type="dfrtp_1"
export IMPL_drt_first_pass_iters=4
export IMPL_grtUsageMet2_pct=7.11
export IMPL_warning_count=35
export IMPL_cts_sinks=9
export IMPL_dpl_instance_area_um2=856
export IMPL_grt_start_max_net_pins=12
export IMPL_final_area_um2=901
export IMPL_tns_ps=0
export IMPL_synth_avg_cell_area_um2=9.43
export IMPL_grt_busiest_layer="met2"
export IMPL_avgRoutedWirePerCell_um=12.6
export IMPL_vias=521
export IMPL_h_tree_depth=1
export IMPL_top_area_share_pct=37.9
export IMPL_slew_headroom_pct=70.7
export IMPL_async_flop_share_pct=100
export IMPL_syn_area_um2=594
export IMPL_finalCritPeriodShare_pct=56.0
export IMPL_areaGrowthSynthToFinish_pct=51.6
export IMPL_drcViolationCount=0
export IMPL_core_um2=4660
export IMPL_fp_utilization_pct=12.8
export IMPL_cp_num_buf_inv=1
export IMPL_ys_area_um2=594
export IMPL_drv_cap=0
export IMPL_power_leakage_uw=0.000350
export IMPL_cp_end_kind="output pin"
export IMPL_die_y_um=89
export IMPL_syn_inst=63
export IMPL_grt_pass1_wl_um=2930
export IMPL_vias_per_cell=3.75
export IMPL_ys_types=30
export IMPL_post_cts_resized=0
export IMPL_crit_fanout=7
export IMPL_rsz0062_at_grt="false"
export IMPL_cp_cell_sequence="clkdlybuf4s50_1"
export IMPL_tritoncts="done"
export IMPL_dp_hpwl_um=1380
export IMPL_arrival_ps=1300
export IMPL_grt_use_met3_pct=2.94
export IMPL_synth_stat_cells=63
export IMPL_cellPowerDensity_nw_per_um2=359
export IMPL_max_freq_mhz=496
export IMPL_ys_seq_share_pct=37.9
export IMPL_cts_buffer_depth=2
metal layers:
layer  vias up  wire (um)
met1       224        778
met5         -          0
li1        276          -
met4         0          8
met3         2        210
met2        19        751
cell usage after synthesis, drive strengths merged, types with 3 or more instances:
| master | count |
|---|---|
| nor3 | 4 |
| nor2 | 6 |
| o21ai | 3 |
| nor3b | 3 |
| a31oi | 4 |
| dfrtp | 9 |
| inv | 5 |
| o22ai | 3 |
| buf | 3 |
| nand2 | 5 |
cells by family after synthesis:
logic type                 share of synthesized area, %
and+or+nand+nor                                    27.8
AOI/OAI and AO/OA                                  19.6
DFF                                                37.9
buffers and inverters                              5.89
xor gates and xnor gates                           2.95
adders and majority gates                          4.21
muxes                                              1.68
final timing paths:
| path | cells after the start | endpoint | slack, ps | start |
|---|---|---|---|---|
| max | 1 | cnt_o[2] | 1580 | cnt[2]$_DFFE_PN0P_ |
| min in group asynchronous | 1 | cnt[2]$_DFFE_PN0P_ | 800 | rst_n |
| max reg2reg | 6 | cnt[0]$_DFFE_PN0P_ | 1990 | cnt[0]$_DFFE_PN0P_ |
| max in group asynchronous | 1 | cnt[1]$_DFFE_PN0P_ | 2490 | rst_n |
| min | 2 | underflow_o$_DFFE_PN0P_ | 570 | underflow_o$_DFFE_PN0P_ |
| min reg2reg | 2 | underflow_o$_DFFE_PN0P_ | 570 | underflow_o$_DFFE_PN0P_ |
flip-flops by register name, summed over array words and instances, names as in the netlist:
name / flops
underflow_o: 1
cnt: 8
final cells by class:
class	instances	area [um^2]
clock buffer	4	45.0
fill	497	3760
inverter	5	18.8
multi-input combinational	46	334
sequential	9	225
tap	54	67.6
timing repair buffer	21	210
metrics by stage:
stage	setup WS, ps	hold slack [ps]	total power [uW]
after global routing	1490	615	349
after global placement	1360	542	210
after CTS	1570	567	329
final	1580	570	323
after detailed placement	1360	560	210
after floorplan	2030	424	169
layout by cell type (no fill, tap or decap):
| cell type | instances |
|---|---|
| clkbuf_8 | 3 |
| clkdlybuf4s50_1 | 21 |
| o22ai_1 | 3 |
| a31oi_1 | 4 |
| dfrtp_1 | 9 |
| a22oi_1 | 1 |
| nand3b_1 | 1 |
| nor4_4 | 1 |
| nand2_1 | 4 |
| o311ai_0 | 1 |
| ha_1 | 2 |
| a21o_1 | 1 |
| nand3_2 | 1 |
| xor2_1 | 2 |
| clkbuf_1 | 1 |
| a21oi_1 | 2 |
| nor3_1 | 3 |
| mux2i_1 | 1 |
| nand2_2 | 1 |
| nand3_1 | 1 |
| nor2_1 | 6 |
| inv_1 | 5 |
| o21ai_0 | 2 |
| nor3b_1 | 3 |
| o32ai_2 | 1 |
| o21ai_1 | 1 |
| nor3_2 | 1 |
| a211oi_1 | 1 |
| and2_1 | 1 |
| nor4b_4 | 1 |
report_power, final:
part           switching [uW]  total, uW  internal (uW)
sequential               14.0        123            109
combinational            35.4       84.4           49.0
clock                    38.8        116           77.1
Power and IR drop assume default switching activity.
